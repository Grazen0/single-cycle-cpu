--- design.v ---
`default_nettype none
module cpu_alu (
    input wire [31:0] src_a,
    input wire [31:0] src_b,
    input wire [ 3:0] control,
    output reg signed [31:0] result,
    output reg carry,
    output reg borrow,
    output wire zero,
    output reg overflow,
    output wire neg,
    output reg lt
);
  wire signed [31:0] src_a_signed = src_a;
  wire signed [31:0] src_b_signed = src_b;
  wire [4:0] shamt = src_b[4:0];
  always @(*) begin
    carry    = 0;
    borrow   = 0;
    overflow = 0;
    lt       = 0;
    casez (control)
      4'b0000: {carry, result} = {1'b0, src_a} + {1'b0, src_b};
      4'b1000: begin
        {carry, result} = {1'b1, src_a} - {1'b0, src_b};
        borrow = ~carry;
        overflow = (src_a[31] != src_b[31]) && (result[31] != src_a[31]);
        lt = (result[31] ^ overflow);
      end
      4'b0001: result = src_a << shamt;
      4'b0010: result = {31'b0, src_a_signed < src_b_signed};
      4'b0011: result = {31'b0, src_a < src_b};
      4'b0100: result = src_a ^ src_b;
      4'b0101: result = src_a >> shamt;
      4'b1101: result = src_a_signed >>> shamt;
      4'b0110: result = src_a | src_b;
      4'b0111: result = src_a & src_b;
      4'b1001: result = src_a;
      4'b1010: result = src_b;
      4'b1111: result = {32{1'bx}};
      default: result = {32{1'bx}};
    endcase
  end
  assign zero = (result == 0);
  assign neg  = result[31];
endmodule
`default_nettype none
module cpu_imm_extend (
    input  wire [24:0] data,
    input  wire [ 2:0] imm_src,
    output reg  [31:0] imm_ext
);
  wire [11:0] imm_i = data[24:13];
  wire [11:0] imm_s = {data[24:18], data[4:0]};
  wire [12:0] imm_b = {data[24], data[0], data[23:18], data[4:1], 1'b0};
  wire [31:0] imm_u = {data[24:5], {12{1'b0}}};
  wire [20:0] imm_j = {data[24], data[12:5], data[13], data[23:14], 1'b0};
  always @(*) begin
    case (imm_src)
      3'd0: imm_ext = {{20{imm_i[11]}}, imm_i};
      3'd1: imm_ext = {{20{imm_s[11]}}, imm_s};
      3'd2: imm_ext = {{19{imm_b[12]}}, imm_b};
      3'd3: imm_ext = imm_u;
      3'd4: imm_ext = {{11{imm_j[20]}}, imm_j};
      default: imm_ext = {32{1'bx}};
    endcase
  end
endmodule
`default_nettype none
module cpu_register_file (
    input wire clk,
    input wire rst_n,
    input wire [4:0] a1,
    input wire [4:0] a2,
    input wire [4:0] a3,
    input wire [31:0] wd3,
    input wire we3,
    output wire [31:0] rd1,
    output wire [31:0] rd2
);
  localparam REGS_SIZE = 32;
  reg [31:0] regs[0:REGS_SIZE-1];
  integer i;
  always @(posedge clk or negedge rst_n) begin
    if (!rst_n) begin
      for (i = 0; i < REGS_SIZE; i = i + 1) begin
        regs[i] <= 0;
      end
    end else begin
      if (we3 && a3 != 0) begin
        regs[a3] <= wd3;
      end
    end
  end
  assign rd1 = (a1 == 0) ? 0 : regs[a1];
  assign rd2 = (a2 == 0) ? 0 : regs[a2];
  generate
    genvar idx;
    for (idx = 0; idx < 32; idx = idx + 1) begin : g_register
      wire [31:0] val = regs[idx];
    end
  endgenerate
endmodule
`default_nettype none
module cpu_data_extend (
    input  wire [31:0] data,
    input  wire [ 2:0] control,
    output reg  [31:0] data_ext
);
  always @(*) begin
    case (control)
      3'b000:  data_ext = {{24{data[7]}}, data[7:0]};
      3'b001:  data_ext = {{16{data[15]}}, data[15:0]};
      3'b010:  data_ext = data;
      3'b100:  data_ext = {{24{1'b0}}, data[7:0]};
      3'b101:  data_ext = {{16{1'b0}}, data[15:0]};
      default: data_ext = {32{1'bx}};
    endcase
  end
endmodule
`default_nettype none
module mcc_control (
    input wire clk,
    input wire rst_n,
    input wire [6:0] op,
    input wire [2:0] funct3,
    input wire [6:0] funct7,
    output reg [1:0] branch_type,
    output reg adr_src,
    output reg [3:0] mem_write,
    output reg ir_write,
    output reg [1:0] result_src,
    output reg [3:0] alu_control,
    output reg [1:0] alu_src_a,
    output reg [1:0] alu_src_b,
    output reg [2:0] imm_src,
    output reg reg_write,
    output reg [2:0] data_ext_control
);
  localparam S_FETCH = 3'd0;
  localparam S_DECODE = 3'd1;
  localparam S_EXECUTE = 3'd2;
  localparam S_WRITE = 3'd3;
  localparam S_MEM_READ = 3'd4;
  localparam OP_LOAD = 7'b0000011;
  localparam OP_ALU_IMM = 7'b0010011;
  localparam OP_AUIPC = 7'b0010111;
  localparam OP_STORE = 7'b0100011;
  localparam OP_ALU_RD = 7'b0110011;
  localparam OP_LUI = 7'b0110111;
  localparam OP_BRANCH = 7'b1100011;
  localparam OP_JALR = 7'b1100111;
  localparam OP_JAL = 7'b1101111;
  reg [2:0] state, next_state;
  always @(*) begin
    branch_type = 2'd0;
    adr_src = 1'bx;
    mem_write = 4'b0000;
    ir_write = 0;
    result_src = 2'bxx;
    alu_control = 4'b0000;
    alu_src_a = 2'bxx;
    alu_src_b = 2'bxx;
    imm_src = 3'bxxx;
    reg_write = 0;
    data_ext_control = 3'bxxx;
    case (state)
      S_FETCH: begin
        adr_src = 1'd0;
        branch_type = 2'd1;
        ir_write = 1;
        alu_src_a = 2'd0;
        alu_src_b = 2'd2;
        alu_control = 4'b0000;
        result_src = 2'd2;
        next_state = S_DECODE;
      end
      S_DECODE: begin
        if (op == OP_BRANCH) begin
          imm_src = 3'd2;
          alu_src_a = 2'd1;
          alu_src_b = 2'd1;
          alu_control = 4'b0000;
        end else if (op == OP_AUIPC) begin
          imm_src = 3'd3;
          alu_src_a = 2'd1;
          alu_src_b = 2'd1;
          alu_control = 4'b0000;
        end else if (op == OP_JAL) begin
          imm_src = 3'd4;
          alu_src_a = 2'd1;
          alu_src_b = 2'd1;
          alu_control = 4'b0000;
        end
        next_state = S_EXECUTE;
      end
      S_EXECUTE: begin
        case (op)
          OP_LOAD: begin
            imm_src = 3'd0;
            alu_src_a = 2'd2;
            alu_src_b = 2'd1;
            alu_control = 4'b0000;
            next_state = S_MEM_READ;
          end
          OP_ALU_IMM: begin
            imm_src = 3'd0;
            alu_src_a = 2'd2;
            alu_src_b = 2'd1;
            alu_control = {(funct3 == 3'b101) ? funct7[5] : 1'b0, funct3};
            next_state = S_WRITE;
          end
          OP_AUIPC: begin
            result_src = 2'd0;
            reg_write  = 1;
            next_state = S_FETCH;
          end
          OP_STORE: begin
            imm_src = 3'd1;
            alu_src_a = 2'd2;
            alu_src_b = 2'd1;
            alu_control = 4'b0000;
            next_state = S_WRITE;
          end
          OP_ALU_RD: begin
            alu_src_a   = 2'd2;
            alu_src_b   = 2'd0;
            alu_control = {funct7[5], funct3};
            next_state  = S_WRITE;
          end
          OP_LUI: begin
            imm_src = 3'd3;
            alu_src_b = 2'd1;
            alu_control = 4'b1010;
            next_state = S_WRITE;
          end
          OP_BRANCH: begin
            alu_src_a   = 2'd2;
            alu_src_b   = 2'd0;
            alu_control = 4'b1000;
            branch_type = 2'd2;
            result_src  = 2'd0;
            next_state  = S_FETCH;
          end
          OP_JALR: begin
            imm_src = 3'd4;
            alu_src_a = 2'd2;
            alu_src_b = 2'd1;
            alu_control = 4'b0000;
            branch_type = 2'd1;
            result_src = 2'd2;
            next_state = S_WRITE;
          end
          OP_JAL: begin
            branch_type = 2'd1;
            result_src  = 2'd0;
            next_state  = S_WRITE;
          end
          default: next_state = S_FETCH;
        endcase
      end
      S_MEM_READ: begin
        result_src = 2'd0;
        adr_src = 1'd1;
        next_state = S_WRITE;
      end
      S_WRITE: begin
        case (op)
          OP_LOAD: begin
            result_src = 2'd1;
            data_ext_control = funct3;
            reg_write = 1;
          end
          OP_ALU_IMM, OP_ALU_RD: begin
            result_src = 2'd0;
            reg_write  = 1;
          end
          OP_STORE: begin
            result_src = 2'd0;
            adr_src = 1'd1;
            case (funct3)
              3'b000:  mem_write = 4'b0001;
              3'b001:  mem_write = 4'b0011;
              3'b010:  mem_write = 4'b1111;
              default: mem_write = 4'b0000;
            endcase
          end
          OP_LUI: begin
            result_src = 2'd0;
            reg_write  = 1;
          end
          OP_JALR, OP_JAL: begin
            alu_src_a   = 2'd1;
            alu_src_b   = 2'd2;
            alu_control = 4'b0000;
            result_src  = 2'd2;
            reg_write   = 1;
          end
          default: begin
          end
        endcase
        next_state = S_FETCH;
      end
      default: next_state = S_FETCH;
    endcase
  end
  always @(posedge clk or negedge rst_n) begin
    if (!rst_n) begin
      state <= S_FETCH;
    end else begin
      state <= next_state;
    end
  end
endmodule
module mcc_branch_logic (
    input wire [1:0] branch_type,
    input wire [2:0] funct3,
    input wire alu_zero,
    input wire alu_lt,
    input wire alu_borrow,
    output reg pc_write
);
  always @(*) begin
    case (branch_type)
      2'd0: pc_write = 0;
      2'd1: pc_write = 1;
      2'd2: begin
        case (funct3)
          3'b000:  pc_write = alu_zero;   
          3'b001:  pc_write = !alu_zero;   
          3'b100:  pc_write = alu_lt;   
          3'b101:  pc_write = !alu_lt;   
          3'b110:  pc_write = alu_borrow;   
          3'b111:  pc_write = !alu_borrow;   
          default: pc_write = 0;
        endcase
      end
      default: pc_write = 0;
    endcase
  end
endmodule
module multi_cycle_cpu (
    input wire clk,
    input wire rst_n,
    output wire [31:0] mem_addr,
    output wire [31:0] mem_wdata,
    output wire [ 3:0] mem_wenable,
    input  wire [31:0] mem_rdata
);
  reg [31:0] pc;
  reg [31:0] old_pc;
  reg [31:0] instr;
  reg [31:0] data;
  wire [1:0] branch_type;
  wire adr_src;
  wire ir_write;
  wire [1:0] result_src;
  wire [3:0] alu_control;
  wire [1:0] alu_src_a;
  wire [1:0] alu_src_b;
  wire [2:0] imm_src;
  wire reg_write;
  wire [2:0] data_ext_control;
  wire [2:0] funct3 = instr[14:12];
  mcc_control control (
      .clk  (clk),
      .rst_n(rst_n),
      .op(instr[6:0]),
      .funct3(funct3),
      .funct7(instr[31:25]),
      .branch_type(branch_type),
      .adr_src(adr_src),
      .mem_write(mem_wenable),
      .ir_write(ir_write),
      .result_src(result_src),
      .alu_control(alu_control),
      .alu_src_a(alu_src_a),
      .alu_src_b(alu_src_b),
      .imm_src(imm_src),
      .reg_write(reg_write),
      .data_ext_control(data_ext_control)
  );
  wire alu_zero;
  wire alu_lt;
  wire alu_borrow;
  wire pc_write;
  mcc_branch_logic branch_logic (
      .branch_type(branch_type),
      .funct3(funct3),
      .alu_zero(alu_zero),
      .alu_lt(alu_lt),
      .alu_borrow(alu_borrow),
      .pc_write(pc_write)
  );
  wire [31:0] imm_ext;
  cpu_imm_extend imm_extend (
      .data(instr[31:7]),
      .imm_src(imm_src),
      .imm_ext(imm_ext)
  );
  wire [31:0] data_ext;
  cpu_data_extend data_extend (
      .data(data),
      .control(data_ext_control),
      .data_ext(data_ext)
  );
  wire [31:0] rd1;
  wire [31:0] rd2;
  cpu_register_file register_file (
      .clk  (clk),
      .rst_n(rst_n),
      .a1(instr[19:15]),
      .a2(instr[24:20]),
      .a3(instr[11:7]),
      .rd1(rd1),
      .rd2(rd2),
      .we3(reg_write),
      .wd3(result)
  );
  reg  [31:0] rd1_buf;
  reg  [31:0] rd2_buf;
  reg  [31:0] src_a;
  reg  [31:0] src_b;
  wire [31:0] alu_result;
  cpu_alu alu (
      .src_a  (src_a),
      .src_b  (src_b),
      .control(alu_control),
      .result(alu_result),
      .zero(alu_zero),
      .lt(alu_lt),
      .borrow(alu_borrow)
  );
  reg [31:0] alu_out;
  reg [31:0] result;
  always @(*) begin
    case (alu_src_a)
      2'd0:     src_a = pc;
      2'd1: src_a = old_pc;
      2'd2:    src_a = rd1_buf;
      default:           src_a = {32{1'bx}};
    endcase
    case (alu_src_b)
      2'd0: src_b = rd2_buf;
      2'd1: src_b = imm_ext;
      2'd2:   src_b = 4;
      default:        src_b = {32{1'bx}};
    endcase
    case (result_src)
      2'd0:    result = alu_out;
      2'd1:       result = data_ext;
      2'd2: result = alu_result;
      default:                result = {32{1'bx}};
    endcase
  end
  wire [31:0] pc_next = result;
  always @(posedge clk or negedge rst_n) begin
    if (!rst_n) begin
      pc <= 0;
    end else begin
      if (pc_write) begin
        pc <= pc_next & ~1;
      end
      if (ir_write) begin
        old_pc <= pc;
        instr  <= mem_rdata;
      end
      rd1_buf <= rd1;
      rd2_buf <= rd2;
      data <= mem_rdata;
      alu_out <= alu_result;
    end
  end
  assign mem_addr  = adr_src == 1'd0 ? pc : result;
  assign mem_wdata = rd2_buf;
endmodule
--- run.sh ---
#!/bin/bash
# OpenROAD 26Q1-2900-gdf79404cd8, Yosys 0.63+post, stock flow scripts
make -C /OpenROAD-flow-scripts/flow DESIGN_CONFIG=/design/flow/config.mk WORK_HOME=/design/flow/orfs finish
--- config.mk ---
export PLATFORM = sky130hd
export DESIGN_NAME = multi_cycle_cpu
export DESIGN_NICKNAME = multi_cycle_cpu
export VERILOG_FILES = /design/flow/design.v
export SDC_FILE = /design/flow/constraint.sdc
export NUM_CORES = 4
export LEC_CHECK = 1
export CORE_UTILIZATION = 30
--- constraint.sdc ---
current_design multi_cycle_cpu

set clk_period 22.0
set clk_io_pct 0.2

create_clock -name clk0 -period $clk_period [get_ports {clk}]

set non_clock_inputs [all_inputs -no_clocks]
set_input_delay [expr $clk_period * $clk_io_pct] -clock clk0 $non_clock_inputs
set_output_delay [expr $clk_period * $clk_io_pct] -clock clk0 [all_outputs]
==> run summary <==
flow finished, numbers: status=complete, no violations, endpoint type of the worst setup path=output pin, Late-Pin Clk Latency=0.81 ns, CTS tree=built, maximum vdd drop=around 0.07 mV, CP startpoint kind=register, Critical Path AT=about 10 ns, antenna violations before repair=30, Final HPWL DP=227.6 mm, Top-area cell share=roughly two fifths, CTS resizes=0, Post-synth EDFFs=191, die width=roughly 470 µm, DP Worst Slack=about 8 ns, Synth top cell by count=nand2_1, Post-Synthesis Cells=around 7300, yosys stat area=approximately 0.066 mm², post-route minimum period=about 15 ns, CP max FO=~62, Slew headroom=between 10 and 15%, Synth Flop Type=dfrtp_1, ys cells=between 7000 and 8000, IO Count=102, largest net degree at the start of global routing=between 100 and 150, Starting Density=between 30% and 40%, vias=66728, final setup fails=0, RR Endpoint=pc[25], Simple-Gate Area Share=between 10% and 20%, area grow syn2layout=14.16%, sequential share of the synthesized area=between 40% and 50%, R2R Setup Slk=12.44 ns, Mux cell area share=less than 1%, number of buffers created by CTS=approximately 120, tool warnings=106, CTS sink cnt=roughly 1200, Slew @ Worst Pin=around 1.3 ns, gr ovfl total=0, critical path type=register to output pin, most frequent cell on the critical path=buf_4, Synth Register Bits=1219, max-cap violation count=0, Worst Setup SP=control.state[2], level count of the clock H-tree=3, Syn Std Cell Area=roughly 0.066 mm², Post-CTS Setup Bufs=0, Vias/cell=6.564, xor/xnor share of the synthesized area=less than 1%, first-pass GRT wire length=approximately 500 mm, Hold Buf Count CTS=0, core footprint=around 0.22 mm², Pwr Density=between 60 and 70 mW/mm², Synth area leader=dfrtp_1, Pins Over Slew Limit=0, Post-synth top cells=1304 x nand2_1, 1215 x o21ai_0, 1027 x dfrtp_1, 576 x clkbuf_1, 379 x a22oi_1, filler cell count=21784, aoi share=29.11%, Antenna Violating Nets Remaining=0, crit path capture=mem_addr[31], r2r startpoint=control.state[2], period utilization=about two thirds, Worst EP required=between 15 and 20 ns, warnings from Yosys=8, Starting DRT DRC Count=about 8700, leakage power=29.57 nW, Total GRT Usage=between 30% and 40%, comb area leader=AND-OR/OR-AND gates, row count=between 150 and 200, wire length per cell=35.45 µm, Final Core Density=between 30% and 40%, layout cell share with drive strength beyond 1=just under 10%, Worst Hold Class=register to register, fmax=approximately 0.067 GHz, CTS root buffer=clkbuf_16, Async SR Flop Fraction=between 80 and 90%, Setup TNS Final=0 ns, Mapped Avg Cell Area=slightly below 9 µm², Final WS setup=between 7 and 8 ns, vias in the first global route=63060, Max Clock Skew=about 0.055 ns, die area=~0.22 mm², clock transition at the registers of the reported paths=roughly 0.070 ns, Routed Wire Length=between 300 and 400 mm, cells on worst reg2reg path=29, top cells, area=dfrtp_1 39%, o21ai_0 9.3%, edfxtp_1 8.7%, post-synth cell types=101, Longest Clk Path Bufs=3, die span in y=469.9 µm, DRT Pass-1 Iters=10, crit-path max cell delay=around 0.64 ns, Port Buffer Count=just over 100, RSZ-0062 raised after global routing=false, GPL Wtd Cong=between 1 and 1.5, FA/HA/MAJ Cells, Area Fraction=under 10%, Final Hold Vio Count=0, Post-route DRC=0, Slowest cell on crit path=dfrtp_1
[worst max-delay path, delay by kind of cell (launching register included)]
family / cells / cell delay [ns]
simple gates: 7 / 1.54
mux: 1 / 0.17
flops: 1 / 0.64
compound gates: 12 / 3.61
buf+inv: 6 / 2.18
fa+ha+maj: 3 / 1.50
[logic make-up after synthesis]
group / Yosys count
AOI/OAI and AO/OA: 2918
xor gates and xnor gates: 18
adders and majority gates: 106
buffers and inverters: 831
DFF: 1219
muxes: 52
and+or+nand+nor: 2202
[per-stage QoR]
stage | std cells | hold slack [ns] | power (mW) | instance area (µm²)
4_1_cts | 10147 | 0.4388 | 4.609 | 74940
2_1_floorplan | 7346 | 0.3933 | 2.345 | 65690
3_5_place_dp | 9920 | 0.4280 | 2.415 | 70690
5_1_grt | 10149 | 0.4398 | 4.696 | 74950
6_report | 10166 | 0.4350 | 4.610 | 74990
3_3_place_gp | 9920 | 0.4274 | 2.415 | 70690
[worst min-delay path by stage]
stage | startpoint | end | slack (ns) | cells after the start
global route | control.state[0] | control.state[3] | 0.44 | 0
finish | control.state[0] | control.state[3] | 0.44 | 0
CTS | control.state[0] | control.state[3] | 0.44 | 0
[area by class of cell]
| cell class | instances | area, µm² | area share, % |
|---|---|---|---|
| multi-input cells | 5296 | 31750 | 42.33 |
| flip-flops and latches | 1219 | 31460 | 41.95 |
| clock buffers | 174 | 3603 | 4.805 |
| well taps | 2854 | 3571 | 4.762 |
| repair buffers | 408 | 3371 | 4.495 |
| clock inverters | 53 | 655.6 | 0.8743 |
| inverters | 143 | 536.8 | 0.7158 |
| diodes | 19 | 47.55 | 0.06340 |
[state kept, by name (all words and copies together) (netlist names)]
name and cells:
rd1_buf 32, data 32, rd2_buf 32, register_file.regs 992, alu_out 32, old_pc 31
pc 31, control.state 5, instr 32
[layer usage]
metal  part of all wire (%)  GRT usage, %  vias to the layer above
met5                   0.25         2.509                        -
met4                    9.0         21.41                       57
met3                     16         19.28                     1849
met2                     41         45.76                     5435
met1                     34         38.90                    32279
li1                       -             -                    27108
[power breakdown]
| group | internal (mW) | switching, mW |
|---|---|---|
| sequential | 2.30 | 0.00999 |
| clock | 1.28 | 0.962 |
| combinational | 0.0111 | 0.0506 |
| total | 3.59 | 1.02 |
[cells in the final DEF, fill, tap and decap left out, types with 22 or more instances in the layout]
cell type	n
a221oi_1	276
o21ai_1	22
a22o_1	267
nor2_1	153
nor2b_1	24
nor2_4	62
ha_1	102
a22oi_1	379
edfxtp_1	191
o21ai_0	1198
inv_1	135
o221ai_1	22
clkbuf_16	126
clkdlybuf4s50_1	100
nand2_1	1283
a21oi_1	306
o22ai_1	28
nand4_1	144
buf_4	303
mux2i_1	39
o211ai_1	100
clkbuf_8	27
dfrtp_1	1027
nand3_1	264
clkinv_2	22
nor3_1	102
a211oi_1	29
a31oi_1	34
a222oi_1	69
No activity file was given, so power comes from the tool's default toggle rates.
